## flow/design.v

```verilog
module Decoder (
    input wire clk_in,
    input wire rst_in,
    input wire rdy_in,
    input wire        valid,
    input wire [31:0] inst_addr,
    input wire [31:0] inst,
    output wire [                   4:0] get_reg_id1,
    input  wire [                  31:0] rs1_val_in,
    input  wire                          has_dep1,
    input  wire [5 - 1 : 0] dep1,
    output wire [                   4:0] get_reg_id2,
    input  wire [                  31:0] rs2_val_in,
    input  wire                          has_dep2,
    input  wire [5 - 1 : 0] dep2,
    input  wire                          rob_full,
    input  wire [5 - 1 : 0] rob_free_id,
    output reg                           rob_valid,
    output reg  [ 2 - 1 : 0] rob_type,
    output reg  [                   4:0] rob_reg_id,
    output reg  [                  31:0] rob_value,
    output reg  [                  31:0] rob_inst_addr,
    output reg  [                  31:0] rob_jump_addr,
    output reg                           rob_ready,
    input  wire                        rs_full,
    output reg                         rs_valid,
    output reg  [5 - 1 : 0] rs_type,
    output wire [                31:0] rs_r1,
    output wire [                31:0] rs_r2,
    output wire [5 - 1:0] rs_dep1,
    output wire [5 - 1:0] rs_dep2,
    output wire                        rs_has_dep1,
    output wire                        rs_has_dep2,
    output wire [5 - 1:0] rs_rob_id,
    input  wire                        lsb_full,
    output reg                         lsb_valid,
    output reg  [4 - 1 : 0] lsb_type,
    output wire [                31:0] lsb_r1,
    output wire [                31:0] lsb_r2,
    output wire [5 - 1:0] lsb_dep1,
    output wire [5 - 1:0] lsb_dep2,
    output wire                        lsb_has_dep1,
    output wire                        lsb_has_dep2,
    output reg  [                11:0] lsb_offset,
    output wire [5 - 1:0] lsb_rob_id,
    output wire        ins_fet_stall,
    output reg         ins_fet_clear,
    output reg  [31:0] ins_fet_set_addr
);
    localparam Lui = 7'b0110111, Aupic = 7'b0010111, Jal = 7'b1101111;
    localparam Jalr = 7'b1100111, Br = 7'b1100011, Load = 7'b0000011;
    localparam Store = 7'b0100011, ArithR = 7'b0110011, ArithI = 7'b0010011;
    wire [  6:0] opcode = inst[6:0];
    wire [  2:0] func = inst[14:12];
    wire [  7:0] ex_func = inst[31:25];
    wire [  4:0] rd = inst[11:7];
    wire [  4:0] rs1 = inst[19:15];
    wire [  4:0] rs2 = inst[24:20];
    wire [31:12] immU = inst[31:12];
    wire [ 20:1] immJ = {inst[31], inst[19:12], inst[20], inst[30:21]};
    wire [ 11:0] immI = inst[31:20];
    wire [ 12:1] immB = {inst[31], inst[7], inst[30:25], inst[11:8]};
    wire [ 11:0] immS = {inst[31:25], inst[11:7]};
    wire [  4:0] shamt = inst[24:20];
    reg [31:0] last_inst_addr;
    wire need_work, ready_work;
    wire need_RS, need_LSB, need_rob, need_reg_s1;
    assign need_work = valid && (last_inst_addr != inst_addr);
    assign need_rob = 1'b1;
    assign need_RS = opcode == Br || opcode == ArithR || opcode == ArithI;
    assign need_LSB = opcode == Load || opcode == Store;
    assign need_reg_s1 = opcode == Jalr;
    assign ready_work = !((need_RS && rs_full) || (need_LSB && lsb_full) || (need_rob && rob_full) || (need_reg_s1 && has_dep1));
    wire use_reg_s1 = opcode == Jalr || opcode == Br || opcode == Load || opcode == Store || opcode == ArithI || opcode == ArithR;
    wire use_reg_s2 = opcode == Br || opcode == Store || opcode == ArithR;
    wire [31:0] next_rs2_val = opcode == ArithI ? ((func == 3'b001 || func == 3'b101) ? shamt : {{20{immI[11]}}, immI}) : rs2_val_in;
    reg [31:0] rs1_val, rs2_val;
    reg is_dep1, is_dep2;
    reg [5 - 1 : 0] dep1_val, dep2_val;
    wire predict_jump = 1'b1;
    always @(posedge clk_in) begin
        if (rst_in) begin
            last_inst_addr <= 32'hffffffff;
            rs1_val <= 0;
            rs2_val <= 0;
            dep1_val <= 0;
            dep2_val <= 0;
            is_dep1 <= 0;
            is_dep2 <= 0;
            lsb_valid <= 0;
            lsb_type <= 0;
            ins_fet_clear <= 0;
            ins_fet_set_addr <= 0;
            rob_value <= 0;
            rob_valid <= 0;
            rob_type <= 0;
            rob_reg_id <= 0;
            rob_ready <= 0;
            rob_inst_addr <= 0;
            rob_jump_addr <= 0;
            rs_valid <= 0;
            rs_type <= 0;
        end
        else if (!rdy_in) begin
        end
        else if (!(need_work && ready_work)) begin
            rob_valid <= 0;
            rs_valid  <= 0;
            lsb_valid <= 0;
            ins_fet_clear  <= 0;
        end
        else begin
            last_inst_addr <= inst_addr;
            rob_valid <= need_rob;
            rs_valid <= need_RS;
            lsb_valid <= need_LSB;
            rs_type <= {(opcode == Br), (opcode == ArithR && inst[30]), func};
            lsb_type <= {(opcode == Load ? 1'b0 : 1'b1), func};
            rob_type <= inst == 32'hff9ff06f ? 2'b11 : opcode == Store ? 2'b01 : opcode == Br ? 2'b10 : 2'b00;
            rs1_val <= rs1_val_in;
            rs2_val <= next_rs2_val;
            is_dep1 <= use_reg_s1 && has_dep1;
            is_dep2 <= use_reg_s2 && has_dep2;
            dep1_val <= dep1;
            dep2_val <= dep2;
            lsb_offset <= (opcode == Load) ? immI : immS;
            rob_reg_id <= rd;
            rob_inst_addr <= inst_addr;
            rob_jump_addr <= inst_addr + (predict_jump ? 5 : {{19{immB[11]}}, immB, 1'b0});
            rob_ready <= opcode == Lui || opcode == Aupic || opcode == Jal || opcode == Jalr;
            case (opcode)
                Lui: begin
                    rob_value <= {immU, 12'b0};
                end
                Jal: begin
                    rob_value <= inst_addr + 4;
                    ins_fet_clear <= 1;
                    ins_fet_set_addr <= inst_addr + {{12{immJ[19]}}, immJ, 1'b0};
                end
                Jalr: begin
                    rob_value <= inst_addr + 4;
                    ins_fet_clear <= 1;
                    ins_fet_set_addr <= (rs1_val_in + {{20{immI[10]}}, immI}) & ~32'b1;
                end
                ArithI: begin
                end
                Store: begin
                end
                Load: begin
                end
                Br: begin
                    ins_fet_clear <= 1'b1;
                    ins_fet_set_addr <= inst_addr + (predict_jump ? {{19{immB[11]}}, immB, 1'b0} : 4);
                end
                ArithR: begin
                end
                Aupic: begin
                    rob_value <= inst_addr + {immU, 12'b0};
                end
            endcase
        end
    end
    assign ins_fet_stall = need_work && !ready_work;
    assign get_reg_id1 = rs1;
    assign get_reg_id2 = rs2;
    assign rs_r1 = rs1_val;
    assign rs_r2 = rs2_val;
    assign rs_dep1 = dep1_val;
    assign rs_dep2 = dep2_val;
    assign rs_has_dep1 = is_dep1;
    assign rs_has_dep2 = is_dep2;
    assign rs_rob_id = rob_free_id;
    assign lsb_r1 = rs1_val;
    assign lsb_r2 = rs2_val;
    assign lsb_dep1 = dep1_val;
    assign lsb_dep2 = dep2_val;
    assign lsb_has_dep1 = is_dep1;
    assign lsb_has_dep2 = is_dep2;
    assign lsb_rob_id = rob_free_id;
endmodule
module predictor(
    input clk,
    input rst,
    input hci_rdy,
    input branch_record_en,
    input [16:0] branch_address,
    input branch_take,
    input [16:0] q_address,
    output reg q_take
);
    reg [9:0] global_state;
    reg [1:0] global_predictor[1023:0];
    reg [1:0] local_predictor[1023:0];
    reg [1:0] selector[1023:0];
    always @(*) begin : predictor_query
        reg [9:0] index;
        index = q_address[9:0];
        q_take = selector[index][1] ? local_predictor[index][1] : global_predictor[global_state][1];
    end
    always @(posedge clk) begin : predictor_sequential
        integer i;
        if (rst) begin
            global_state <= 0;
            for (i = 0; i < 1024; i = i + 1) begin
                global_predictor[i] <= 2'b00;
                local_predictor[i] <= 2'b00;
                selector[i] <= 2'b01;
            end
        end else if (hci_rdy) begin
            if (branch_record_en) begin : predictor_branch_record
                reg [9:0] index;
                index = branch_address[9:0];
                if (global_predictor[global_state][1] == branch_take && local_predictor[index][1] != branch_take) begin
                    selector[index] <= (selector[index] == 0) ? 0 : selector[index] - 1;
                end
                if (global_predictor[global_state][1] != branch_take && local_predictor[index][1] == branch_take) begin
                    selector[index] <= (selector[index] == 2'b11) ? 2'b11 : selector[index] + 1;
                end
                if (branch_take) begin
                    global_predictor[global_state] <= (global_predictor[global_state] == 2'b11) ? 2'b11 : global_predictor[global_state] + 1;
                    local_predictor[index] <= (local_predictor[index] == 2'b11) ? 2'b11 : local_predictor[index] + 1;
                end else begin
                    global_predictor[global_state] <= (global_predictor[global_state] == 0) ? 0 : global_predictor[global_state] - 1;
                    local_predictor[index] <= (local_predictor[index] == 0) ? 0 : local_predictor[index] - 1;
                end
                global_state <= {global_state[8:0], branch_take};
            end
        end
    end
endmodule
```

## flow/run.sh

```bash
#!/bin/bash
# OpenROAD 26Q1-2900-gdf79404cd8, Yosys 0.63+post, stock flow scripts
make -C /OpenROAD-flow-scripts/flow DESIGN_CONFIG=/design/flow/config.mk WORK_HOME=/design/flow/orfs finish
```

## flow/config.mk

```make
export PLATFORM = sky130hd
export DESIGN_NAME = predictor
export DESIGN_NICKNAME = predictor
export VERILOG_FILES = /design/flow/design.v
export SDC_FILE = /design/flow/constraint.sdc
export NUM_CORES = 4
export LEC_CHECK = 1
export CORE_UTILIZATION = 40
export SYNTH_MEMORY_MAX_BITS = 65536
```

## flow/constraint.sdc

```tcl
current_design predictor

set clk_period 142.2
set clk_io_pct 0.2

create_clock -name clk0 -period $clk_period [get_ports {clk}]

set non_clock_inputs [all_inputs -no_clocks]
set_input_delay [expr $clk_period * $clk_io_pct] -clock clk0 $non_clock_inputs
set_output_delay [expr $clk_period * $clk_io_pct] -clock clk0 [all_outputs]
```

==> results.txt <==
Implementation status.

- The flow ran to the end, and the final reports show no timing, DRC or antenna violations.
- For this configuration, the core starts out at a cell density of 0.401.
- The total overflow left after global routing is 0.
- Endpoints with negative setup slack in the final report add up to 0.
- The first global-routing pass estimated 1,600,000 um of wire.
- Subtracting the final worst setup slack from the clock period gives 65.50 ns.
- In this run the power density over the cells is 12.0 mW/mm^2.
- The placeable core region is 0.793 mm^2.
- The highest ir drop seen on vdd is 0.0000146 V.
- The global routing report lists combined usage of all routing layers as 0.303.
- The leakage power figure is 117 nW.
- Per Yosys stat, the portion of area used by sequential elements is 0.582.
- Looking at the critical path, the highest net fanout was 50.
- Warnings reported by Yosys during synthesis add up to 1.
- Ranked by total cell area, the synthesized netlist is headed by sky130_fd_sc_hd__edfxtp_1 (58%), sky130_fd_sc_hd__mux4_2 (12%), sky130_fd_sc_hd__nor2_1 (4.7%), sky130_fd_sc_hd__nand2b_1 (3.8%), sky130_fd_sc_hd__mux2i_1 (3.5%).
- The summed standard-cell area reported by yosys is 0.318 mm^2.
- The relative contribution of sequential cells to total power is 0.496.
- The share of total power dissipated in combinational logic is 0.104.
- The final number of hold-violating endpoints is 0.
- The number of distinct standard cells referenced by the synthesized netlist is 79.
- The chip occupies 0.798 mm^2.
- Wire segments on met3 add up to 199,000 um in the final route.
- The data arrival at the endpoint of the critical path is 37.06 ns.
- The first detailed-routing pass took 9 iterations.
- The class of the most critical hold timing path is reg -> reg.
- The sum of negative setup slack is 0 ns.
- The topmost layer with routed signal wires is met5.
- The total routed wire length on the met1 layer is 347,000 um.
- CTS added clock buffers totalling 659.
- The die is 893 um tall.
- The post-detailed-placement half-perimeter wirelength is 700,000 um.
- Headroom to the max-slew limit came out at 0.183.
- The number of buffers on the longest clock path is 4.
- The post-cts repair resize count is 0.
- The synth_stat.txt file lists the number of cells as 25,300.
- TritonCTS built the clock tree.
- In the final layout, the share of cells above drive strength 1 is 0.178.
- The number of nets still failing antenna checks after routing is 0.
- The critical path endpoint has a required time of 113.76 ns.
- In this run, synthesis inferred 6,144 flip-flops with an integrated enable.
- Of the post-synthesis cell area, the dominant cell type holds 0.580.
- The post-route worst hold slack is 0.561 ns.
- Entering global routing, the biggest net connects 151 pins.
- The clock drives 6,164 sinks.
- The number of post-CTS setup repair buffers is 0.
- The final timing report lists clock skew as 0.119 ns.
- The final timing report lists a max-slew violation count of 0.
- Counting flops and latches in the post-synthesis netlist gives 6,164.
- The post-synthesis instance area is 0.318 mm^2.
- The switching component of the power was reported as 1.07 mW.
- The total number of vias is 216,000.
- OpenROAD emitted warnings numbering 124.
- The source-to-sink clock delay at the later pin of the worst-skew pair is 1.18 ns.
- The number of global-route vias before repair is 219,000.
- The clock network power share is 0.400.
- The detail-routed net length per standard cell is 32.0 um.
- sky130_fd_sc_hd__edfxtp_1 is the most common cell in the netlist.
- The clock tree root driver cell is sky130_fd_sc_hd__clkbuf_16.
- Of the available clock period, the critical path in the final layout requires 0.461.
- For reference, the post-synthesis area per instance comes to 12.5 um^2.
- Static timing analysis puts the maximum clock frequency at 0.0153 GHz.
- Looking at area per cell type in the netlist, the leader is sky130_fd_sc_hd__edfxtp_1.
- The number of placement rows is 327.
- In the detailed route, the total length drawn on met2 is 497,000 um.
- In the CTS report, the clock slew at the register clock pins of the worst setup and hold paths is listed as 0.06 ns.
- The worst setup path is captured at a primary output.
- The leading register cell type out of synthesis is sky130_fd_sc_hd__edfxtp_1.
- The post-cts hold-fix buffer tally is 0.
- The number of buffers inserted by port buffering is 25.
- The async set-reset flop share out of synthesis is 0.
- The category of the most critical setup path is in -> out.
- The number of antenna violations at the first check in global routing came to 68.
- The detailed router finished its first iteration with 17,600 violations.
- The worst setup path is launched from a primary input.
- The synthesis run shows the most used standard cells to be sky130_fd_sc_hd__edfxtp_1 (6,144), sky130_fd_sc_hd__nor2_1 (3,959), sky130_fd_sc_hd__nand2_1 (2,135).
- The slew at the pin closest to its max-slew limit is 1.21 ns.
- The switching power as a share of total power is 0.256.
- The final wirelength is 1,130,000 um.
- The layout has 69,000 filler cells.
- The number of placed I/O pins is 40.
- The final weighted congestion recorded by global placement is 0.995.
- The script parses the final routing iteration and logs DRC violations as 0.
- The number of levels the H-tree was split into is 6.
- The internal cell power is 3.12 mW.
- The area added between synthesis and finish is 9.61%.
- The tool flagged a number of max-cap violations equal to 0.
- The routed design shows a via density per instance of 6.09.
- Setup repair after global routing left no endpoint under its margin.
- The post-synthesis instance total is 25,300.
- Per the OpenROAD floorplan log, the width of the die is 893 um.
-- critical path, stage by stage --
cell	delay, ns
sky130_fd_sc_hd__buf_8	0.37
sky130_fd_sc_hd__buf_4	0.63
sky130_fd_sc_hd__buf_4	0.81
sky130_fd_sc_hd__buf_4	0.60
sky130_fd_sc_hd__buf_4	0.68
sky130_fd_sc_hd__buf_4	0.70
sky130_fd_sc_hd__mux4_2	0.37
sky130_fd_sc_hd__mux4_2	0.25
sky130_fd_sc_hd__nand2_1	0.05
sky130_fd_sc_hd__nand2_1	0.09
sky130_fd_sc_hd__a21oi_1	0.13
sky130_fd_sc_hd__nor4_1	0.68
sky130_fd_sc_hd__buf_4	0.23
sky130_fd_sc_hd__nor2_1	0.05
sky130_fd_sc_hd__a211oi_1	0.59
sky130_fd_sc_hd__mux2_2	0.41
sky130_fd_sc_hd__a221oi_1	0.76
sky130_fd_sc_hd__buf_2	0.32
sky130_fd_sc_hd__buf_4	0.13
sky130_fd_sc_hd__clkdlybuf4s50_1	0.44
-- state kept, by name, summed over array words and instances, names as in the netlist, named ones only --
signal            cells
local_predictor    2048
global_state         10
global_predictor   2048
selector           2048
-- worst paths after layout --
path                                       from                  endpoint  slack [ns]  cells after the start
worst max register to register        flip-flop  global_predictor[827][0]      131.67                     18
worst min-delay path            global_state[8]           global_state[8]        0.56                      2
worst min register to register  global_state[8]           global_state[8]        0.56                      2
worst max-delay path               q_address[1]                    q_take       76.70                     20
-- layer usage --
metal / up-vias / GRT usage
met2: 13900 / 0.419
met3: 3157 / 0.222
met4: 88 / 0.175
met1: 107000 / 0.342
met5: - / 0.0397
li1: 91600 / -
-- area by class of cell --
| type | instances | area, um^2 | area share |
|---|---|---|---|
| flip-flops and latches | 6164 | 185000 | 0.531 |
| multi-input cells | 16400 | 122000 | 0.350 |
| clock buffers | 874 | 17700 | 0.0509 |
| well taps | 10500 | 13200 | 0.0378 |
| repair buffers | 957 | 7700 | 0.0221 |
| clock inverters | 320 | 2750 | 0.00788 |
| diodes | 96 | 240 | 0.000689 |
| inverters | 13 | 55.1 | 0.000158 |
-- cells in the final DEF (no fill, tap or decap), types with 139 or more instances in the layout --
cell type                      n
sky130_fd_sc_hd__or2_2       217
sky130_fd_sc_hd__nor3_1     1374
sky130_fd_sc_hd__mux4_2     1729
sky130_fd_sc_hd__a22oi_1     245
sky130_fd_sc_hd__edfxtp_1   6144
sky130_fd_sc_hd__nand3_1    1081
sky130_fd_sc_hd__buf_4       901
sky130_fd_sc_hd__mux2i_1    1104
sky130_fd_sc_hd__nor2_4      499
sky130_fd_sc_hd__or2_1       139
sky130_fd_sc_hd__clkinv_1    153
sky130_fd_sc_hd__nand2b_1   1926
sky130_fd_sc_hd__clkbuf_1    191
sky130_fd_sc_hd__o22ai_1     484
sky130_fd_sc_hd__a21oi_1     139
sky130_fd_sc_hd__a21o_1      732
sky130_fd_sc_hd__nor2_1     3827
sky130_fd_sc_hd__nand2_1    2127
sky130_fd_sc_hd__clkbuf_16   677
-- per-stage QoR --
step	cells	utilization	cell area [um^2]	total power [mW]	worst slack, ns
6_report	35400	0.440	348000	4.19	76.70
5_1_grt	35300	0.439	348000	4.29	76.80
3_5_place_dp	34100	0.414	328000	2.54	76.76
2_1_floorplan	25300	-	318000	2.40	81.62
3_3_place_gp	34100	0.414	328000	2.54	76.76
4_1_cts	35300	0.439	348000	4.19	76.78
-- kinds of logic after synthesis --
logic type	count (synthesis)	share of synthesized area
XOR/XNOR	1	0.0000866
buffers and inverters	2772	0.0394
multiplexers	2848	0.158
flip-flops	6164	0.582
AND/OR/NAND/NOR	11600	0.177
adder cells (fa/ha/maj)	3	0.0000984
AND-OR/OR-AND	1975	0.0437
-- power by group through the flow --
stage                 registers, mW  logic [mW]  clock network (mW)
final                          2.08       0.435                1.68
after global routing           2.08       0.451                1.76
after CTS                      2.08       0.425                1.69
No activity file was given, so power comes from the tool's default toggle rates.
