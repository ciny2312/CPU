==> flow/design.v <==
module LoadStoreBuffer #(
    parameter LSB_SIZE_BIT = 3
) (
    input wire clk_in,
    input wire rst_in,
    input wire rdy_in,
    input  wire                        inst_valid,
    input  wire [4 - 1 : 0] inst_type,
    input  wire [                31:0] inst_r1,
    input  wire [                31:0] inst_r2,
    input  wire [5 - 1:0] ins_dep_1,
    input  wire [5 - 1:0] ins_dep_2,
    input  wire                        ins_has_dep1,
    input  wire                        ins_has_dep2,
    input  wire [                11:0] inst_offset,
    input  wire [5 - 1:0] inst_rob_id,
    output reg                         full,
    output wire        c_valid,
    output reg         c_wr,
    output reg  [ 2:0] c_size,
    output reg  [31:0] c_addr,
    output reg  [31:0] c_value,
    input  wire        c_ready,
    input  wire [31:0] c_res,
    input wire                          rob_empty,
    input wire [5 - 1 : 0] rob_id_head,
    input wire                          rs_ready,
    input wire [5 - 1 : 0] rs_rob_id,
    input wire [                  31:0] rs_value,
    output wire                         lsb_ready,
    output wire [5- 1 : 0] lsb_rob_id,
    output wire [31:0] lsb_value
);
    localparam LSB_SIZE = 1 << LSB_SIZE_BIT;
    reg  [  LSB_SIZE_BIT - 1:0] head;
    reg  [  LSB_SIZE_BIT - 1:0] tail;
    reg  [    LSB_SIZE_BIT : 0] size;
    reg                         busy     [0 : LSB_SIZE - 1];
    reg  [5 - 1:0] rob_id   [0 : LSB_SIZE - 1];
    reg  [  4 - 1:0] work_type[0 : LSB_SIZE - 1];
    reg  [                31:0] r1       [0 : LSB_SIZE - 1];
    reg  [                31:0] r2       [0 : LSB_SIZE - 1];
    reg  [5 - 1:0] dep1     [0 : LSB_SIZE - 1];
    reg  [5 - 1:0] dep2     [0 : LSB_SIZE - 1];
    reg                         has_dep1 [0 : LSB_SIZE - 1];
    reg                         has_dep2 [0 : LSB_SIZE - 1];
    reg  [                11:0] offset   [0 : LSB_SIZE - 1];
    wire                        pop_able;
    assign pop_able = c_ready;
    reg work;
    wire [LSB_SIZE_BIT - 1 : 0] k = work ? head + 1 : head;
    wire [31:0] need_addr = r1[k] + {{20{offset[k][11]}}, offset[k]};
    wire need_confirm = work_type[k][3] || (need_addr[17:16] == 2'b11);
    wire shot_able = busy[k] && !has_dep1[k] && !has_dep2[k] && (!need_confirm || (!rob_empty && rob_id[k] == rob_id_head));
    wire shot_this_cycle = shot_able && (!work || c_ready);
    assign c_valid = work;
    wire [LSB_SIZE_BIT : 0] next_size = (inst_valid && !pop_able) ? size + 1 : (!inst_valid && pop_able) ? size - 1 : size;
    wire next_full = next_size == LSB_SIZE || next_size + 1 == LSB_SIZE;
    integer i;
    always @(posedge clk_in) begin
        if (rst_in) begin
            head <= 0;
            tail <= 0;
            size <= 0;
            full <= 0;
            work <= 0;
            for (i = 0; i < LSB_SIZE; i = i + 1) begin : RESET
                r1[i] <= 0;
                r2[i] <= 0;
                has_dep1[i] <= 0;
                has_dep2[i] <= 0;
                dep1[i] <= 0;
                dep2[i] <= 0;
                busy[i] <= 0;
                rob_id[i] <= 0;
                work_type[i] <= 0;
                offset[i] <= 0;
            end
        end
        else if (rdy_in) begin
            size <= next_size;
            full <= next_full;
            if (shot_this_cycle) begin
                work <= 1;
                c_wr <= work_type[k][3];
                c_addr <= need_addr;
                c_size <= work_type[k][2:0];
                c_value <= r2[k];
            end
            else if (work && c_ready) begin
                work <= 0;
            end
            if (inst_valid) begin
                tail <= tail + 1;
                busy[tail] <= 1;
                rob_id[tail] <= inst_rob_id;
                work_type[tail] <= inst_type;
                r1[tail] <= !ins_has_dep1 ? inst_r1 : rs_ready && ins_dep_1 == rs_rob_id ? rs_value : lsb_ready && ins_dep_1 == lsb_rob_id ? lsb_value : 32'b0;
                r2[tail] <= !ins_has_dep2 ? inst_r2 : rs_ready && ins_dep_2 == rs_rob_id ? rs_value : lsb_ready && ins_dep_2 == lsb_rob_id ? lsb_value : 32'b0;
                dep1[tail] <= ins_dep_1;
                dep2[tail] <= ins_dep_2;
                has_dep1[tail] <= ins_has_dep1 && !(rs_ready && ins_dep_1 == rs_rob_id) && !(lsb_ready && ins_dep_1 == lsb_rob_id);
                has_dep2[tail] <= ins_has_dep2 && !(rs_ready && ins_dep_2 == rs_rob_id) && !(lsb_ready && ins_dep_2 == lsb_rob_id);
                offset[tail] <= inst_offset;
            end
            if (pop_able) begin
                head <= head + 1;
                busy[head] <= 0;
            end
            for (i = 0; i < LSB_SIZE; i = i + 1) begin : UPDATE
                if (busy[i]) begin
                    if (rs_ready && has_dep1[i] && (rs_rob_id == dep1[i])) begin
                        r1[i] <= rs_value;
                        has_dep1[i] <= 0;
                    end
                    if (rs_ready && has_dep2[i] && (rs_rob_id == dep2[i])) begin
                        r2[i] <= rs_value;
                        has_dep2[i] <= 0;
                    end
                    if (lsb_ready && has_dep1[i] && (lsb_rob_id == dep1[i])) begin
                        r1[i] <= lsb_value;
                        has_dep1[i] <= 0;
                    end
                    if (lsb_ready && has_dep2[i] && (lsb_rob_id == dep2[i])) begin
                        r2[i] <= lsb_value;
                        has_dep2[i] <= 0;
                    end
                end
            end
        end
    end
    assign lsb_ready  = c_ready;
    assign lsb_rob_id = rob_id[head];
    assign lsb_value  = c_res;
endmodule
==> flow/run.sh <==
#!/bin/bash
# OpenROAD 26Q1-2900-gdf79404cd8, Yosys 0.63+post, stock flow scripts
make -C /OpenROAD-flow-scripts/flow DESIGN_CONFIG=/design/flow/config.mk WORK_HOME=/design/flow/orfs finish
==> flow/config.mk <==
export PLATFORM = sky130hd
export DESIGN_NAME = LoadStoreBuffer
export DESIGN_NICKNAME = LoadStoreBuffer
export VERILOG_FILES = /design/flow/design.v
export SDC_FILE = /design/flow/constraint.sdc
export NUM_CORES = 4
export LEC_CHECK = 1
export CORE_UTILIZATION = 50
==> flow/constraint.sdc <==
current_design LoadStoreBuffer

set clk_period 45.7
set clk_io_pct 0.2

create_clock -name clk0 -period $clk_period [get_ports {clk_in}]

set non_clock_inputs [all_inputs -no_clocks]
set_input_delay [expr $clk_period * $clk_io_pct] -clock clk0 $non_clock_inputs
set_output_delay [expr $clk_period * $clk_io_pct] -clock clk0 [all_outputs]
==> results.sh <==
# implementation run metrics
export IMPL_path_cells="clkdlybuf4s50_1, clkdlybuf4s50_1"
export IMPL_wl_um=197300
export IMPL_ys_area_um2=53200
export IMPL_clock_latency_ns=0.71
export IMPL_grt_pass1_vias=40340
export IMPL_criticalPathCategory="in2out"
export IMPL_die_w_um=328.2
export IMPL_fp_util_pct=50.46
export IMPL_avgSynthCellArea_um2=11.86
export IMPL_htreeDepth=3
export IMPL_drt_iter0_drc=3450
export IMPL_path_delay_family="buffers and inverters"
export IMPL_tns_ns=0
export IMPL_cts_setup_buffers=0
export IMPL_crit_fanout=11
export IMPL_hold_viol=0
export IMPL_cp_slowest_stage_delay_ns=0.98
export IMPL_root_buffer="clkbuf_16"
export IMPL_synth_stat_cells=4486
export IMPL_numCtsBuffers=101
export IMPL_worst_ep_arrival_time_ns=10.72
export IMPL_path_buffers=2
export IMPL_syn2layout_area_growth_pct=13.77
export IMPL_drive_gt1_share_pct=17.56
export IMPL_place_ws_ns=25.91
export IMPL_die_h_um=328.2
export IMPL_chip_area_um2=107700
export IMPL_start_kind="primary input"
export IMPL_grt_setup_unrepaired="no"
export IMPL_yosys_most_used_dff="edfxtp_1"
export IMPL_reg2reg_from="head[0]$_SDFFE_PP0P_"
export IMPL_fmax_ghz=0.05035
export IMPL_worst_endpoint_required_ns=36.56
export IMPL_syn_area_um2=53200
export IMPL_synth_flops=867
export IMPL_coreArea_um2=105400
export IMPL_grt_ovfl_total=0
export IMPL_async_flop_share_pct=0
export IMPL_ios=286
export IMPL_skew_ns=0.02587
export IMPL_leakage_nw=24.46
export IMPL_ys_types=89
export IMPL_yosysSeqAreaShare_pct=48.51
export IMPL_cp_endpoint="lsb_value[0]"
export IMPL_startpoint="c_res[0]"
export IMPL_tool_warnings=30
export IMPL_syn_inst=4486
export IMPL_power_density_nw_per_um2=33.48
export IMPL_min_path_type="reg2reg"
export IMPL_reg2reg_setup_slack_ns=37.34
export IMPL_hpwlAfterDp_um=115900
export IMPL_drt_wirelength_per_cell_um=32.57
export IMPL_setup_viol=0
export IMPL_numPortBuffers=285
export IMPL_path_depth=2
export IMPL_postLayoutCoreUtil_pct=57.41
export IMPL_drtPass1Iterations=25
export IMPL_cts_hold_buf=0
export IMPL_grt_pass1_wl_um=278000
export IMPL_fin_area_um2=60520
export IMPL_clockBufferDepth=3
export IMPL_grt_usage_pct=39.42
export IMPL_antenna_found_initial=11
export IMPL_period_used_pct=43.46
export IMPL_rows=119
export IMPL_finalMaxSlewViolations=0
export IMPL_cts_tree="done"
export IMPL_slew_headroom_pct=21.26
export IMPL_reg2reg_to="c_addr[23]$_DFFE_PP_"
export IMPL_worst_slew_pin_slew_ns=1.151
export IMPL_drv_cap=0
export IMPL_place_area_um2=57240
export IMPL_ant_nets=0
export IMPL_yosys_warnings=1
export IMPL_setup_ws_ns=25.84
export IMPL_vias_per_cell=6.583
export IMPL_status="finished clean"
export IMPL_cts_resized=0
export IMPL_fill_cells=8567
export IMPL_ir_drop_v=0.00003095
export IMPL_drc=0
export IMPL_crit_path_end_kind="output port"
export IMPL_grt_max_degree=62
export IMPL_reg2reg_depth=19
export IMPL_synth_edff_count=844
export IMPL_min_period_ns=19.86
export IMPL_num_vias=39870
export IMPL_gp_congestion=0.9832
export IMPL_cpMaxStageDelayCell="clkdlybuf4s50_1"
export IMPL_clock_sinks=867
export IMPL_clk_pin_slew_ns=0.06
export IMPL_crit_top_cell="clkdlybuf4s50_1"
-- metal layers --
| layer | global-route usage, % | up-vias | routed length [µm] |
|---|---|---|---|
| li1 | - | 17190 | - |
| met1 | 52.26 | 19110 | 68480 |
| met2 | 56.20 | 2915 | 88220 |
| met3 | 21.41 | 638 | 29140 |
| met4 | 16.98 | 12 | 11300 |
| met5 | 1.065 | - | 125 |
-- registers in the layout, summed over array words and instances, names as in the netlist, 4 cells and up, named ones only --
register   flops
busy           8
c_addr        32
c_value       32
dep1          40
dep2          40
has_dep1       8
has_dep2       8
offset        96
r1           256
r2           256
rob_id        40
size           4
work_type     32
-- cell type report --
class                   count  area, µm²  area share (%)
flip-flops and latches    867      25800           42.64
multi-input cells        3108      25330           41.85
repair buffers            470       4249           7.021
clock buffers             127       2678           4.424
well taps                1391       1740           2.876
clock inverters            61      596.8          0.9861
inverters                  30      115.1          0.1902
diodes                      3      7.507         0.01240
-- cells in the final DEF, fill, tap and decap left out, types with 21 or more instances in the layout --
cell and count:
and2_1 256, nand2_1 166, dfxtp_1 23, mux2_2 171, clkdlybuf4s50_1 284, nand3_1 32
xnor2_1 97, edfxtp_1 844, and3_1 366, nor3_1 54, xor2_1 74, o21ai_1 39
clkbuf_1 23, buf_4 184, clkbuf_16 103, o21ai_0 43, mux4_2 170, a21o_1 21
or2_2 40, inv_1 24, ha_1 40, mux2i_1 568, nand4_1 36, clkinv_1 25
nor2_1 136, a221o_1 33, a21oi_1 442, a22oi_1 35, a31oi_1 31
-- power breakdown --
part | switching [W] | total (W) | internal [W]
sequential | 0.0000131 | 0.000924 | 0.000911
clock | 0.000341 | 0.000816 | 0.000475
combinational | 0.000172 | 0.000286 | 0.000114
total | 0.000526 | 0.00203 | 0.00150
-- synthesized netlist by cell type (26+ instances only) --
master    count  area share [%]
mux2i_1     569              11
and2_1      260             3.1
o21ai_1      39            0.37
and3_1      370             4.4
clkbuf_1    321             2.3
mux4_2      170             7.2
nor2_1      139            0.98
buf_2        64            0.60
o21ai_0      44            0.41
ha_1         40            0.94
nand4_1      36            0.42
a221o_1      33            0.62
mux2_2      171             3.6
a22oi_1      35            0.49
edfxtp_1    844              48
or2_2        40            0.47
a21oi_1     442             4.2
nand3_1      39            0.37
buf_4        54            0.76
a31oi_1      31            0.36
nand2_1     171             1.2
xnor2_1      97             1.6
nor3_1       62            0.58
inv_1        26            0.18
xor2_1       75             1.2
-- cell families after synthesis --
| logic type | after synthesis | share of synthesized area [%] |
|---|---|---|
| buf+inv | 511 | 4.370 |
| xor+xnor | 174 | 2.893 |
| simple gates | 1237 | 13.22 |
| flops | 867 | 48.51 |
| mux | 915 | 21.66 |
| fa+ha+maj | 41 | 0.9784 |
| compound gates | 741 | 8.371 |
-- stage by stage --
stage	power [W]	cells	hold slack, ns
5_1_grt	0.002082	6057	0.5346
6_report	0.002026	6057	0.4992
3_5_place_dp	0.001223	5866	0.4970
3_3_place_gp	0.001221	5866	0.4971
4_1_cts	0.002032	6054	0.5052
2_1_floorplan	0.001113	4486	0.4642
-- worst min path at each step --
stage	startpoint	to	cells after the start
6_report	full$_SDFFE_PP0P_	full$_SDFFE_PP0P_	2
5_1_grt	full$_SDFFE_PP0P_	full$_SDFFE_PP0P_	2
4_1_cts	full$_SDFFE_PP0P_	full$_SDFFE_PP0P_	2
No activity file was given, so power comes from the tool's default toggle rates.
