<file path="flow/config.mk">
export PLATFORM = sky130hd
export DESIGN_NAME = ReservationStaion
export DESIGN_NICKNAME = ReservationStaion
export VERILOG_FILES = /design/flow/design.v
export SDC_FILE = /design/flow/constraint.sdc
export NUM_CORES = 4
export LEC_CHECK = 1
export CORE_UTILIZATION = 30
</file>
<file path="flow/constraint.sdc">
current_design ReservationStaion

set clk_period 30.2
set clk_io_pct 0.2

create_clock -name clk0 -period $clk_period [get_ports {clk_in}]

set non_clock_inputs [all_inputs -no_clocks]
set_input_delay [expr $clk_period * $clk_io_pct] -clock clk0 $non_clock_inputs
set_output_delay [expr $clk_period * $clk_io_pct] -clock clk0 [all_outputs]
</file>
<file path="flow/design.v">
module alu (
    input wire clk_in,
    input wire rst_in,
    input wire rdy_in,
    input wire                           valid,
    input wire [5 - 1 : 0] work_type,
    input wire [                 31 : 0] r1,
    input wire [                 31 : 0] r2,
    input wire [5  - 1 : 0] inst_rob_id,
    output reg                           ready,
    output reg [5  - 1 : 0] rob_id,
    output reg [                 31 : 0] value
);
    localparam AddSub = 3'b000;
    localparam Sll = 3'b001;
    localparam Slt = 3'b010;
    localparam Sltu = 3'b011;
    localparam Xor = 3'b100;
    localparam SrlSra = 3'b101;
    localparam Or = 3'b110;
    localparam And = 3'b111;
    always @(posedge clk_in) begin
        if (rst_in) begin
            ready  <= 0;
            rob_id <= 0;
            value  <= 0;
        end
        else if (!rdy_in) begin
        end
        else if (!valid) begin
            ready <= 0;
        end
        else begin
            ready  <= 1'b1;
            rob_id <= inst_rob_id;
            if (work_type[4]) begin
                case (work_type[2:0])
                    3'b000: value <= r1 == r2;
                    3'b001: value <= r1 != r2;
                    3'b100: value <= $signed(r1) < $signed(r2);
                    3'b101: value <= $signed(r1) >= $signed(r2);
                    3'b110: value <= $unsigned(r1) < $unsigned(r2);
                    3'b111: value <= $unsigned(r1) >= $unsigned(r2);
                endcase
            end
            else begin
                case (work_type[2:0])
                    AddSub: value <= work_type[3] ? r1 - r2 : r1 + r2;
                    Sll: value <= r1 << r2[4:0];
                    Slt: value <= $signed(r1) < $signed(r2);
                    Sltu: value <= $unsigned(r1) < $unsigned(r2);
                    Xor: value <= r1 ^ r2;
                    SrlSra: value <= work_type[3] ? $signed(r1) >>> r2[4:0] : r1 >> r2[4:0];
                    Or: value <= r1 | r2;
                    And: value <= r1 & r2;
                endcase
            end
        end
    end
endmodule
module ReservationStaion #(
    parameter RS_SIZE_BIT = 3
) (
    input wire clk_in,   
    input wire rst_in,   
    input wire rdy_in,   
    input wire                           inst_valid,
    input wire [   5 - 1 : 0] inst_type,
    input wire [5  - 1 : 0] inst_rob_id,
    input wire [                 31 : 0] inst_r1,
    input wire [                 31 : 0] inst_r2,
    input wire [ 5 - 1 : 0] inst_dep1,
    input wire [ 5 - 1 : 0] inst_dep2,
    input wire                           inst_has_dep1,
    input wire                           inst_has_dep2,
    output reg full,
    input wire                          lsb_ready,
    input wire [5 - 1 : 0] lsb_rob_id,
    input wire [                31 : 0] lsb_value,
    output wire                          rs_ready,
    output wire [5 - 1 : 0] rs_rob_id,
    output wire [                31 : 0] rs_value
);
    localparam RS_SIZE = 1 << RS_SIZE_BIT;
    reg                           busy      [0 : RS_SIZE - 1];
    reg  [5 - 1 : 0] rob_id    [0 : RS_SIZE - 1];
    reg  [  5 - 1 : 0] work_type [0 : RS_SIZE - 1];
    reg  [                31 : 0] r1        [0 : RS_SIZE - 1];
    reg  [                31 : 0] r2        [0 : RS_SIZE - 1];
    reg                           has_dep1  [0 : RS_SIZE - 1];
    reg                           has_dep2  [0 : RS_SIZE - 1];
    reg  [5 - 1 : 0] dep1      [0 : RS_SIZE - 1];
    reg  [5 - 1 : 0] dep2      [0 : RS_SIZE - 1];
    wire                          executable[0 : RS_SIZE - 1];
    wire                          free1     [0 : RS_SIZE - 1];
    wire                          free2     [0 : RS_SIZE - 1];
    wire [                31 : 0] sv1       [0 : RS_SIZE - 1];
    wire [                31 : 0] sv2       [0 : RS_SIZE - 1];
    generate
        genvar i;
        for (i = 0; i < RS_SIZE; i = i + 1) begin : Exe
            assign executable[i] = busy[i] && !has_dep1[i] && !has_dep2[i];
        end
    endgenerate
    wire shotable;
    wire [RS_SIZE_BIT - 1 : 0] shot_pos;
    wire [RS_SIZE_BIT - 1 : 0] insert_pos;
    generate
        wire tmp_exe[1 : 2 * RS_SIZE - 1];
        wire [RS_SIZE_BIT - 1:0] exe_pos[1 : 2 * RS_SIZE - 1];
        wire tmp_free[1 : 2 * RS_SIZE - 1];
        wire [RS_SIZE_BIT - 1:0] free_pos[1 : 2 * RS_SIZE - 1];
        for (i = RS_SIZE; i < 2 * RS_SIZE; i = i + 1) begin
            assign tmp_exe[i]  = executable[i-RS_SIZE];
            assign exe_pos[i]  = i - RS_SIZE;
            assign tmp_free[i] = ~busy[i-RS_SIZE];
            assign free_pos[i] = i - RS_SIZE;
        end
        for (i = 1; i < RS_SIZE; i = i + 1) begin
            assign tmp_exe[i]  = tmp_exe[i<<1] | tmp_exe[i<<1|1];
            assign exe_pos[i]  = tmp_exe[i<<1] ? exe_pos[i<<1] : exe_pos[i<<1|1];
            assign tmp_free[i] = tmp_free[i<<1] | tmp_free[i<<1|1];
            assign free_pos[i] = tmp_free[i<<1] ? free_pos[i<<1] : free_pos[i<<1|1];
        end
        assign shotable   = tmp_exe[1];
        assign shot_pos   = exe_pos[1];
        assign insert_pos = free_pos[1];
    endgenerate
    reg  [       RS_SIZE_BIT : 0] size;
    wire [       RS_SIZE_BIT : 0] next_size = (inst_valid & !shotable) ? size + 1 :
                                              (!inst_valid & shotable) ? size - 1 : size;
    wire next_full = next_size == RS_SIZE;
    alu alu (
        .clk_in(clk_in),
        .rst_in(rst_in),
        .rdy_in(rdy_in),
        .valid(executable[shot_pos]),
        .work_type(work_type[shot_pos]),
        .r1(r1[shot_pos]),
        .r2(r2[shot_pos]),
        .inst_rob_id(rob_id[shot_pos]),
        .ready(rs_ready),
        .rob_id(rs_rob_id),
        .value(rs_value)
    );
    always @(posedge clk_in) begin : MainBlock
        integer i;
        if (rst_in) begin
            for (i = 0; i < RS_SIZE; i = i + 1) begin
                busy[i] <= 0;
                rob_id[i] <= 0;
                work_type[i] <= 0;
                r1[i] <= 0;
                r2[i] <= 0;
                has_dep1[i] <= 0;
                has_dep2[i] <= 0;
                dep1[i] <= 0;
                dep2[i] <= 0;
                size <= 0;
                full <= 0;
            end
        end
        else if (rdy_in) begin
            size <= next_size;
            full <= next_full;
            if (inst_valid) begin
                busy[insert_pos] <= 1;
                rob_id[insert_pos] <= inst_rob_id;
                work_type[insert_pos] <= inst_type;
                r1[insert_pos] <= !inst_has_dep1 ? inst_r1 : rs_ready && inst_dep1 == rs_rob_id ? rs_value : lsb_ready && inst_dep1 == lsb_rob_id ? lsb_value : 32'b0;
                r2[insert_pos] <= !inst_has_dep2 ? inst_r2 : rs_ready && inst_dep2 == rs_rob_id ? rs_value : lsb_ready && inst_dep2 == lsb_rob_id ? lsb_value : 32'b0;
                dep1[insert_pos] <= inst_dep1;
                dep2[insert_pos] <= inst_dep2;
                has_dep1[insert_pos] <= inst_has_dep1 && !(rs_ready && inst_dep1 == rs_rob_id) && !(lsb_ready && inst_dep1 == lsb_rob_id);
                has_dep2[insert_pos] <= inst_has_dep2 && !(rs_ready && inst_dep2 == rs_rob_id) && !(lsb_ready && inst_dep2 == lsb_rob_id);
            end
            for (i = 0; i < RS_SIZE; i = i + 1) begin
                if (busy[i]) begin
                    if (rs_ready && has_dep1[i] && (rs_rob_id == dep1[i])) begin
                        r1[i] <= rs_value;
                        has_dep1[i] <= 0;
                    end
                    if (rs_ready && has_dep2[i] && (rs_rob_id == dep2[i])) begin
                        r2[i] <= rs_value;
                        has_dep2[i] <= 0;
                    end
                    if (lsb_ready && has_dep1[i] && (lsb_rob_id == dep1[i])) begin
                        r1[i] <= lsb_value;
                        has_dep1[i] <= 0;
                    end
                    if (lsb_ready && has_dep2[i] && (lsb_rob_id == dep2[i])) begin
                        r2[i] <= lsb_value;
                        has_dep2[i] <= 0;
                    end
                end
            end
            if (shotable) begin
                busy[shot_pos] <= 0;
            end
        end
    end
endmodule
</file>
<file path="flow/run.sh">
#!/bin/bash
# OpenROAD 26Q1-2900-gdf79404cd8, Yosys 0.63+post, stock flow scripts
make -C /OpenROAD-flow-scripts/flow DESIGN_CONFIG=/design/flow/config.mk WORK_HOME=/design/flow/orfs finish
</file>
==> notes.md <==
Item: results of the latest flow run.

- The flow ran to the end, and the final reports show no timing, DRC or antenna violations.
- The vias per cell is between 6 and 7.
- TritonCTS built the clock tree.
- The CTS sink count is 739.
- The routed design shows a wire length per standard cell of between 30 and 40 um.
- Between the synthesized netlist and the finished layout, the area growth was recorded as 13.47%.
- The clock slew at the register clock pins of the worst setup and hold paths is 0.06 ns.
- After synthesis the netlist holds a flip-flop and latch count of 739.
- The static leakage power is 20.66 nW.
- The proportion of synthesized chip area in sequential cells is 0.4283.
- Data on the critical path is required at its endpoint by 30.50 ns.
- The site row count is ~150.
- Once routing completed, OpenROAD measured the worst setup slack at 20.31 ns.
- The total number of yosys warnings is 2.
- The die span in x is 412.8 um.
- The element type at the critical path end is a flip-flop.
- Of all nets on the critical path, the largest fanout is roughly 42.
- The number of buffer cells added on primary ports is between 150 and 200.
- Per the post-synthesis report, the number of cells in the design is 5520.
- The floorplan step defined a die boundary enclosing 0.1704 sq mm.
- Clock tree synthesis inserted a total of between 80 and 90 buffers.
- The number of antenna violations at the first check in global routing was 5.
- The via count of the first global-routing pass was 46435.
- In the final report, the number of endpoints failing setup comes to 0.
- The most common cell after layout, fill and taps aside is edfxtp_1.
- Entering global routing, the biggest net connects 69 pins.
- The type recorded for the worst min-delay path is flip-flop to flip-flop.
- The final worst hold slack is 0.5488 ns.
- Counting both buffers and inverters, the worst setup path holds a total of 5.
- The number of maximum-capacitance violations is 0.
- The slowest cell on the critical path is clkdlybuf4s50_1.
- The number of inserted filler cells in the final layout is 16764.
- Per STA, the highest per-stage delay on the worst path measures 0.93 ns.
- Per the OpenROAD floorplan log, the height of the die is 412.8 um.
- For the finished layout, the period the worst path requires is roughly 9.9 ns.
- The remaining number of nets flagged by the antenna check after routing is 0.
- The leading area contributor after synthesis is edfxtp_1.
- The main area contributors are edfxtp_1 41%, o21ai_0 5.7%, a22oi_1 5.1%.
- The detailed-route DRC error count is 0.
- Per the post-place timing report, worst setup slack is 19.79 ns.
- Dividing the final minimum period by the clock period gives 0.3273.
- For the pin with the worst max-slew slack, the measured transition is 1.018 ns.
- Among all flip-flop cells after synthesis, the most frequent one is edfxtp_1.
- Excluding fillers, the count of instances in the completed layout stands at 7700.
- Grouping stages by cell kind, the critical path spends the most delay in buffers and inverters.
- The number of distinct library cell variants in the gate-level netlist after synthesis is 108.
- The setup TNS is 0 ns.
- The first global-routing pass estimated 342.2 mm of wire.
- Per the cell usage report, the commonest logic cells after layout are 688 x edfxtp_1, 573 x o21ai_0, 371 x nand2_1.
- The clock latency at the later pin of the worst-skew pair is 0.72 ns.
- The number of enable flip-flop cells is 688.
- The critical path in this run is classified as input pin to flip-flop.
- For this run the aggregate overflow at the end of global routing stands at 0.
- Looking at the post-CTS report, the setup buffer insertion count equals 0.
- Summing over every cut layer, the via total after detailed routing is slightly below 50000.
- The initial utilization of the core area, before any placement, comes to 0.3023.
- The core area is 0.1674 sq mm.
- The post-cts hold buffer count is 0.
- The clock passes through at most 3 buffers.
- Counting pins that exceed their max-slew limit in the final report gives 0.
- The summed standard-cell area reported by yosys is 0.05062 sq mm.
- The maximum resistive drop on vdd is 0.04731 mV.
- Endpoints failing hold in the final report were tallied at 0.
- In the global route stage, overall resource usage came out at 0.2910.
- The share of the synthesized area in the top cell type is 0.4082.
- The cell count in the Yosys report is 5520.
- Setup repair after global routing left no endpoint under its margin.
- The proportion of register bits with asynchronous set or reset after synthesis is 0.
- The flow reports an fmax of 101.2 MHz.
- In the placement report, post-DP HPWL is listed as 156.5 mm.
- The signal arrival time at the worst endpoint is 10.18 ns.
- The layout summary lists the proportion of cells stronger than drive strength 1 as 0.1207.
- Setup slack on the worst reg-to-reg path comes out at 21.92 ns.
- Among the stages of the critical path, the cell type that occurs most often is buf_4.
- In this run the mean area of a mapped cell was 9.170 sq um.
- The area of the multi-input gates is 0.02608 sq mm.
- Traced cell by cell, the critical path runs through clkdlybuf4s50_1 -> nor2b_1 -> buf_4 -> nand4_1 -> nor2_1 -> and2_1 -> buf_4 -> nand2_2 -> buf_4 -> nand2_1 -> or3b_2 -> buf_4.
- The power density over the cells is 54.81 mW/mm^2.
- The global placer's final weighted congestion is 1.013.
- The worst setup path is launched from an input pin.
- Once iteration 0 of detailed routing completed, the report listed 4758 DRC markers.
- The maximum level of the CTS H-tree is 3.
- In this run the clock root is driven by a clkbuf_16.
- The summed instance area of the synthesized netlist is around 0.05 sq mm.
- 167 I/O pins were placed.
- Checking max transition, the worst relative margin is 0.3200.
- The iteration count recorded for the first detailed-route pass is 8.
- Summing over the stages, the warning tally comes to a little over 90.
- For the final database, setup skew stands at 0.06457 ns.
- The placed instance count is between 7000 and 8000.
- The total area of sequential cells is 0.02168 sq mm.
- The number of resized instances in the post-cts repair step is 0.
- In the post-route report, total wirelength is listed as 242.9 mm.
final timing paths:
kind                        startpoint                    endpoint  cells after the start
max reg2reg  has_dep1[0]$_SDFFCE_PN0P_  alu.value[30]$_SDFFE_PP0P_                     25
max                             rdy_in         r2[5][23]$_DFFE_PP_                     12
min reg2reg       size[3]$_SDFFE_PP0P_        size[3]$_SDFFE_PP0P_                      2
min               size[3]$_SDFFE_PP0P_        size[3]$_SDFFE_PP0P_                      2
per-layer routing:
| layer | track usage | vias up | wire, um |
|---|---|---|---|
| met3 | 0.1909 | 762 | 41030 |
| li1 | - | 20703 | - |
| met2 | 0.3958 | 3687 | 98600 |
| met5 | 0.06699 | - | 1436 |
| met1 | 0.3508 | 22968 | 86780 |
| met4 | 0.1391 | 28 | 15050 |
Yosys cell counts (all sizes together) (96+ instances only):
| master | count |
|---|---|
| nor2 | 384 |
| inv | 99 |
| nand3 | 220 |
| and3 | 152 |
| clkbuf | 426 |
| o21ai | 717 |
| edfxtp | 688 |
| nand2 | 386 |
| buf | 196 |
| o22ai | 219 |
| mux2 | 96 |
| a21oi | 353 |
| a22oi | 341 |
| xnor2 | 132 |
| mux2i | 148 |
| ha | 99 |
layout make-up:
cell class | instances | share of cell area
multi-input cells | 4059 | 0.4541
flip-flops and latches | 739 | 0.3775
repair buffers | 436 | 0.06396
well taps | 2204 | 0.04801
clock buffers | 102 | 0.03902
clock inverters | 56 | 0.01052
inverters | 100 | 0.006710
diodes | 4 | 0.0001743
through the flow:
step / power, mW / cell area, sq um / utilization
floorplan: 1.713 / 50620 / -
global placement: 2.056 / 54580 / 0.3260
detailed placement: 2.054 / 54580 / 0.3260
CTS: 3.121 / 57430 / 0.3430
global route: 3.236 / 57430 / 0.3430
finish: 3.148 / 57440 / 0.3431
flip-flops by register name (all words and copies together), names as in the netlist:
| signal | flops |
|---|---|
| dep2 | 40 |
| rob_id | 40 |
| full | 1 |
| r1 | 256 |
| alu.value | 32 |
| r2 | 256 |
| has_dep2 | 8 |
| alu.ready | 1 |
| size | 4 |
| has_dep1 | 8 |
| dep1 | 40 |
| work_type | 40 |
| busy | 8 |
| alu.rob_id | 5 |
report_power, final:
part / internal, mW / total (mW) / leakage [nW] / switching (mW)
logic: 0.265 / 0.893 / 11.8 / 0.627
clock network: 0.611 / 1.08 / 1.40 / 0.470
registers: 1.16 / 1.17 / 7.50 / 0.0171
total: 2.03 / 3.15 / 20.7 / 1.11
worst reg2reg max path: stages (launching register included):
cell and delay [ns]:
edfxtp_1 0.60, or3b_2 0.27, nand2_4 0.27, buf_4 0.44, buf_4 0.42, nor3_2 0.85, a21o_1 0.25, o32ai_1 0.07
a221o_2 0.58, inv_8 0.38, ha_1 0.38, inv_1 0.09, fa_1 0.44, o21ba_2 0.21, o21bai_1 0.17, a21oi_1 0.15
nor3b_1 0.41, o211a_1 0.24, o21ai_0 0.28, o41ai_1 0.45, buf_4 0.19, a21o_1 0.15, a21boi_0 0.10, o211a_1 0.28
mux2i_1 0.17, o31a_1 0.32
logic make-up after synthesis:
family          after synthesis  share of synthesized area
flops                       739                     0.4283
compound gates             2020                     0.2517
simple gates               1476                     0.1420
xor+xnor                    215                    0.03720
buf+inv                     722                    0.06227
mux                         247                    0.05322
fa+ha+maj                   101                    0.02526
No activity file was given, so power comes from the tool's default toggle rates.
